--- design/flow/run.sh ---
#!/bin/bash
# OpenROAD 26Q1-2900-gdf79404cd8, Yosys 0.63+post, stock flow scripts
make -C /OpenROAD-flow-scripts/flow DESIGN_CONFIG=/design/flow/config.mk WORK_HOME=/design/flow/orfs finish
--- design/flow/config.mk ---
export PLATFORM = sky130hd
export DESIGN_NAME = hamming_weight_cal_rx
export DESIGN_NICKNAME = hamming_weight_cal_rx
export VERILOG_FILES = /design/flow/design.v
export SDC_FILE = /design/flow/constraint.sdc
export NUM_CORES = 4
export LEC_CHECK = 1
export CORE_AREA = 10 10 84 84
export DIE_AREA = 0 0 94 94
--- design/flow/constraint.sdc ---
current_design hamming_weight_cal_rx

set clk_period 4.9
set clk_io_pct 0.2

create_clock -name clk0 -period $clk_period [get_ports {clk}]

set non_clock_inputs [all_inputs -no_clocks]
set_input_delay [expr $clk_period * $clk_io_pct] -clock clk0 $non_clock_inputs
set_output_delay [expr $clk_period * $clk_io_pct] -clock clk0 [all_outputs]
--- design/flow/design.v ---
module eight_to_three_encoder (	output [2:0] encoded_value,
			input [7:0] decoded_value);
always@(decoded_value)
begin
	case(decoded_value)
		8'h01:  encoded_value = 3'b000;
		8'h02:  encoded_value = 3'b001;
		8'h04:  encoded_value = 3'b010;
		8'h08:  encoded_value = 3'b011;
		8'h10:  encoded_value = 3'b100;
		8'h20:  encoded_value = 3'b101;
		8'h40:  encoded_value = 3'b110;
		8'h80:  encoded_value = 3'b111;
	endcase
end
endmodule
module adder_par
#(
	parameter INPUT_WIDTH = 1
)
(
	output reg [INPUT_WIDTH:0] adder_output,
	input	[INPUT_WIDTH-1:0] adder_input0,
	input	[INPUT_WIDTH-1:0] adder_input1
);
	always@(adder_input0, adder_input1)
	begin
		adder_output <= ((INPUT_WIDTH+1)'(adder_input0 + adder_input1));  
	end
endmodule
module hamming_weight_cal
#(
	parameter BIT_STRING_LEN = 8,  
	parameter HAMMING_WEIGHT_LEN = 4  
)
(
	output [HAMMING_WEIGHT_LEN-1:0] hamming_weight, 
	input [BIT_STRING_LEN-1:0] bit_string
);
genvar i;  
generate 
	for(i=0;i<(BIT_STRING_LEN/2);i=i+1)
	begin: one_bit_adders
		wire [1:0] adder_output;
		adder_par  #(.INPUT_WIDTH(1))  
				adder_inst 
				(
					.adder_output(adder_output),
					.adder_input0(bit_string[2*i]),
					.adder_input1(bit_string[(2*i)+1]) 
				);
	end
endgenerate
generate
	for(i=0;i<(BIT_STRING_LEN/4);i=i+1)
	begin: two_bit_adders
	wire [2:0] adder_output;
	adder_par #(.INPUT_WIDTH(2))
			adder_inst
			(
				.adder_output(adder_output),
				.adder_input0(one_bit_adders[2*i].adder_output),
				.adder_input1(one_bit_adders[(2*i)+1].adder_output)
			);
	end
endgenerate
generate
	for(i=0;i<(BIT_STRING_LEN/8);i=i+1)
	begin
		adder_par #(.INPUT_WIDTH(3))
				adder_inst
				(
					.adder_output(hamming_weight),
					.adder_input0(two_bit_adders[2*i].adder_output),
					.adder_input1(two_bit_adders[(2*i)+1].adder_output)
				);
	end
endgenerate
endmodule
module hamming_weight_cal_rx
			(
				output  reg [10:0] hamming_weight,  
				input clk,
				input [7:0] bit_string
			);
	reg [7:0] clk_count = 8'h00;  
	reg rx_state = 1'b0;  
	reg total_string_received = 1'b0 ;  
	wire [3:0] hamming_weight_byte;
	always@(posedge clk)
	begin
		case(clk_count)
			8'h00:  
				begin
					case(bit_string)
						8'b11111111:
							begin
								rx_state <= 1'b1;
								clk_count <= 8'h01;
							end
						default:
							begin
								rx_state <= 1'b0;
								clk_count <= 8'h00;
							end
					endcase
				end
			8'h81:
				begin
					rx_state <= 1'b0;  
					clk_count <= 8'h00;  
				end
			default:  
				begin
					clk_count <= clk_count+1;  
				end
		endcase
	end
   hamming_weight_cal #(.BIT_STRING_LEN(8), .HAMMING_WEIGHT_LEN(4)) 
	hamming_weight_cal_instant(.bit_string(bit_string),.hamming_weight(hamming_weight_byte));
   always@(posedge clk)
   begin
	if(clk_count >= 1)
	begin
		hamming_weight <= hamming_weight +{7'b000,hamming_weight_byte};
	end
	else
	begin
		hamming_weight <= 0; 
	end
   end
genvar i,j;
wire [2:0] bit_position [7:0];
reg [10:0] final_bit_position [7:0];
wire [10:0] bit_position_offset[7:0];
reg  [10:0] bit_position_memory[1023:0];
reg  [1023:0] total_bit_string;
always@(clk_count)
begin
	if(clk_count>1)  
	begin
		total_bit_string[8*(clk_count-2)+:8] <= bit_string;
	end
	else if (clk_count==0)
	begin
		total_bit_string <= 1024'bX;
	end
end
generate 
	for(i=0;i<8;i=i+1)
	begin: bit_position_offset_assign
		assign bit_position_offset[i][10:0] = 8*(clk_count-2);
	end
endgenerate
generate
	for(i=0;i<8;i=i+1)
	begin:encoders
		wire [7:0] decoded_value;
		assign decoded_value = (bit_string & ((8)'(2**i)));
		eight_to_three_encoder encoder_instant(.encoded_value(bit_position[i]), .decoded_value(decoded_value));
	end
endgenerate
always@(clk_count)
begin
	if(clk_count > 2)
	begin
		final_bit_position[0][10:0] <= bit_position[0][2:0] + bit_position_offset[0][10:0];
		bit_position_memory[(clk_count-3)*8][10:0] <= final_bit_position[0][10:0]; 
		final_bit_position[1][10:0] <= bit_position[1][2:0] + bit_position_offset[1][10:0];
		bit_position_memory[(clk_count-3)*8+1][10:0] <= final_bit_position[1][10:0]; 
		final_bit_position[2][10:0] <= bit_position[2][2:0] + bit_position_offset[2][10:0];
		bit_position_memory[(clk_count-3)*8+2][10:0] <= final_bit_position[2][10:0]; 
		final_bit_position[3][10:0] <= bit_position[3][2:0] + bit_position_offset[3][10:0];
		bit_position_memory[(clk_count-3)*8+3][10:0] <= final_bit_position[3][10:0]; 
		final_bit_position[4][10:0] <= bit_position[4][2:0] + bit_position_offset[4][10:0];
		bit_position_memory[(clk_count-3)*8+4][10:0] <= final_bit_position[4][10:0]; 
		final_bit_position[5][10:0] <= bit_position[5][2:0] + bit_position_offset[5][10:0];
		bit_position_memory[(clk_count-3)*8+5][10:0] <= final_bit_position[5][10:0]; 
		final_bit_position[6][10:0] <= bit_position[6][2:0] + bit_position_offset[6][10:0];
		bit_position_memory[(clk_count-3)*8+6][10:0] <= final_bit_position[6][10:0]; 
		final_bit_position[7][10:0] <= bit_position[7][2:0] + bit_position_offset[7][10:0];
		bit_position_memory[(clk_count-3)*8+7][10:0] <= final_bit_position[7][10:0]; 
	end
	else if(clk_count == 2)
	begin
		final_bit_position[0][10:0] <= bit_position[0][2:0] + bit_position_offset[0][10:0];
		final_bit_position[1][10:0] <= bit_position[1][2:0] + bit_position_offset[1][10:0];
		final_bit_position[2][10:0] <= bit_position[2][2:0] + bit_position_offset[2][10:0];
		final_bit_position[3][10:0] <= bit_position[3][2:0] + bit_position_offset[3][10:0];
		final_bit_position[4][10:0] <= bit_position[4][2:0] + bit_position_offset[4][10:0];
		final_bit_position[5][10:0] <= bit_position[5][2:0] + bit_position_offset[5][10:0];
		final_bit_position[6][10:0] <= bit_position[6][2:0] + bit_position_offset[6][10:0];
		final_bit_position[7][10:0] <= bit_position[7][2:0] + bit_position_offset[7][10:0];
	end
	if(clk_count==129)
	begin
		bit_position_memory[1016][10:0] <= bit_position[0][2:0] + bit_position_offset[0][10:0];
		bit_position_memory[1017][10:0] <= bit_position[1][2:0] + bit_position_offset[1][10:0];
		bit_position_memory[1018][10:0] <= bit_position[2][2:0] + bit_position_offset[2][10:0];
		bit_position_memory[1019][10:0] <= bit_position[3][2:0] + bit_position_offset[3][10:0];
		bit_position_memory[1020][10:0] <= bit_position[4][2:0] + bit_position_offset[4][10:0];
		bit_position_memory[1021][10:0] <= bit_position[5][2:0] + bit_position_offset[5][10:0];
		bit_position_memory[1022][10:0] <= bit_position[6][2:0] + bit_position_offset[6][10:0];
		bit_position_memory[1023][10:0] <= bit_position[7][2:0] + bit_position_offset[7][10:0];
	end
end
always@(clk_count)
begin
	case(clk_count)
		8'h81: total_string_received <= 1'b1;
		default: total_string_received <= 1'b0;
	endcase
end
endmodule
==> impl_results.html <==
<p>Metrics extracted from the flow reports.</p>
<table>
<tr><th>Metric</th><th>Value</th></tr>
<tr><th colspan="2">Yosys</th></tr>
<tr><td>Syn Std Cell Area</td><td>1120 um^2</td></tr>
<tr><td>Instance count of the mapped netlist</td><td>117</td></tr>
<tr><td>Average instance area after synthesis</td><td>9.56 um^2</td></tr>
<tr><td>Chip area from the yosys synthesis statistics</td><td>1120 um^2</td></tr>
<tr><td>Largest cells by area</td><td>dfxtp_1 (34%), ha_1 (11%), fa_1 (8.9%)</td></tr>
<tr><td>Top cell type's share of synthesized area</td><td>0.340</td></tr>
<tr><td>Yosys cell types</td><td>35</td></tr>
<tr><td>Registers, synthesis</td><td>19</td></tr>
<tr><td>Cells in synth_stat.txt</td><td>117</td></tr>
<tr><td>Cell taking the most area after synthesis</td><td>dfxtp_1</td></tr>
<tr><td>Part of the Yosys area used for sequential elements</td><td>0.340</td></tr>
<tr><td>Ys Warns</td><td>17</td></tr>
<tr><th colspan="2">CTS</th></tr>
<tr><td>Worst-path clk slew</td><td>0.07 ns</td></tr>
<tr><td>Post-CTS Setup Bufs</td><td>0</td></tr>
<tr><td>TritonCTS clock tree</td><td>yes</td></tr>
<tr><td>Quantity of hold-fixing buffers added after cts</td><td>0</td></tr>
<tr><td>Clk buf depth</td><td>2</td></tr>
<tr><td>Max H-tree Level</td><td>1</td></tr>
<tr><td>Clk ins delay skew pair</td><td>0.25 ns</td></tr>
<tr><td>Number of sinks driven by the clock tree</td><td>19</td></tr>
<tr><td>Number of resized instances in the post-cts repair step</td><td>0</td></tr>
<tr><td>Cell chosen for the clock root</td><td>clkbuf_8</td></tr>
<tr><td>Inserted Clock Buffers</td><td>3</td></tr>
<tr><th colspan="2">Placed design</th></tr>
<tr><td>Placer congestion estimate</td><td>0.792</td></tr>
<tr><td>Minimum setup slack after placement</td><td>0.392 ns</td></tr>
<tr><td>Buffers on Ports</td><td>19</td></tr>
<tr><td>Dpl hpwl</td><td>1800 um</td></tr>
<tr><th colspan="2">Timing</th></tr>
<tr><td>RSZ-0062 raised after global routing</td><td>false</td></tr>
<tr><td>Maximum clock rate</td><td>236 MHz</td></tr>
<tr><td>Final Slew Violations</td><td>0</td></tr>
<tr><td>Slew @ Worst Pin</td><td>0.776 ns</td></tr>
<tr><td>Hold violation count in the final report</td><td>0</td></tr>
<tr><td>Final tally of setup violations</td><td>0</td></tr>
<tr><td>Setup ws final</td><td>0.671 ns</td></tr>
<tr><td>Setup TNS</td><td>0 ns</td></tr>
<tr><td>Minimum clock period after layout</td><td>4.23 ns</td></tr>
<tr><td>Headroom to the max-slew limit</td><td>0.479</td></tr>
<tr><td>Setup Skew</td><td>0.000628 ns</td></tr>
<tr><td>Final period util</td><td>0.863</td></tr>
<tr><th colspan="2">Worst setup path</th></tr>
<tr><td>Source of the worst register-to-register timing path</td><td>hamming_weight[0]</td></tr>
<tr><td>Cell depth of the worst flop-to-flop path</td><td>11</td></tr>
<tr><td>Maximum fanout along the worst path</td><td>4</td></tr>
<tr><td>Setup crit end kind</td><td>flip-flop</td></tr>
<tr><td>Master of the slowest instance on the critical path</td><td>fa_1</td></tr>
<tr><td>Required time at the worst-slack endpoint</td><td>5.02 ns</td></tr>
<tr><td>Worst setup path startpoint</td><td>bit_string[0]</td></tr>
<tr><td>Critical-path cell list</td><td>clkdlybuf4s50_1, fa_1, inv_1, fa_1, fa_1, fa_1, inv_1, fa_1, a211oi_1, nor4_1, xnor2_1, nor2_1</td></tr>
<tr><td>Internal reg-to-reg setup slack</td><td>1.50 ns</td></tr>
<tr><td>Largest stage delay, worst path</td><td>0.51 ns</td></tr>
<tr><td>End point of the critical path</td><td>hamming_weight[10]</td></tr>
<tr><td>Most repeated library cell on the critical path</td><td>fa_1</td></tr>
<tr><td>Worst Path Arrival</td><td>4.34 ns</td></tr>
<tr><td>Reg2Reg Capture Point</td><td>hamming_weight[10]</td></tr>
<tr><td>Critical Setup Path Class</td><td>in -&gt; reg</td></tr>
<tr><td>Kind of start point of the critical path</td><td>primary input</td></tr>
<tr><th colspan="2">Cells and area</th></tr>
<tr><td>Final Core Density</td><td>0.275</td></tr>
<tr><td>Fraction of layout cells with a size suffix above 1</td><td>0.0863</td></tr>
<tr><td>Commonest cells after routing, fill and taps aside</td><td>dfxtp_1 (19), clkdlybuf4s50_1 (19), inv_1 (14)</td></tr>
<tr><td>Area added between synthesis and finish</td><td>28.0%</td></tr>
<tr><th colspan="2">Global routing</th></tr>
<tr><td>GRT Total Usage</td><td>0.0552</td></tr>
<tr><td>Aggregate global routing overflow</td><td>0</td></tr>
<tr><td>Global-route wire length before repair</td><td>4000 um</td></tr>
<tr><td>Largest net degree at the start of global routing</td><td>15</td></tr>
<tr><td>Vias in the first global route</td><td>838</td></tr>
<tr><td>Number of antenna violations at the first check in global routing</td><td>0</td></tr>
<tr><th colspan="2">Routing</th></tr>
<tr><td>WL final</td><td>2300 um</td></tr>
<tr><td>WL met2</td><td>961 um</td></tr>
<tr><td>Residual DRC</td><td>0</td></tr>
<tr><td>Number of search-and-repair iterations in the first detailed-routing pass</td><td>4</td></tr>
<tr><td>Number of antenna cells inserted</td><td>0</td></tr>
<tr><td>Highest metal layer with signal wires</td><td>met4</td></tr>
<tr><td>Vias</td><td>834</td></tr>
<tr><td>Average wire length per cell after detail routing</td><td>11.0 um</td></tr>
<tr><td>Total met3 wirelength after detailed routing</td><td>184 um</td></tr>
<tr><td>Via/cell ratio</td><td>3.99</td></tr>
<tr><td>Initial DRC count</td><td>33</td></tr>
<tr><td>Total routed wire length on the met1 layer</td><td>1140 um</td></tr>
<tr><td>Antenna viol nets, final</td><td>0</td></tr>
<tr><th colspan="2">Power and ir drop</th></tr>
<tr><td>Combinational share of power</td><td>0.456</td></tr>
<tr><td>Static leakage</td><td>0.569 nW</td></tr>
<tr><td>Total power draw</td><td>0.546 mW</td></tr>
<tr><td>Power spent charging and discharging nets</td><td>0.199 mW</td></tr>
<tr><td>Power share of the sequential group</td><td>0.343</td></tr>
<tr><td>Power density of the placed cells</td><td>382 nW/um^2</td></tr>
<tr><td>Share of total power consumed by net switching</td><td>0.363</td></tr>
<tr><td>Clock share of power</td><td>0.202</td></tr>
<tr><td>Internal power contribution</td><td>0.348 mW</td></tr>
<tr><td>Worst supply voltage drop on vdd</td><td>0.000159 V</td></tr>
<tr><th colspan="2">Floorplanning</th></tr>
<tr><td>Starting density of the core</td><td>0.215</td></tr>
<tr><td>Placeable core area</td><td>5200 um^2</td></tr>
<tr><td>Row count</td><td>26</td></tr>
<tr><td>Y dimension of the die</td><td>94 um</td></tr>
<tr><td>Horizontal die dimension</td><td>94 um</td></tr>
<tr><td>Die outline area</td><td>8840 um^2</td></tr>
<tr><td>Number of ports placed on the die boundary</td><td>20</td></tr>
<tr><th colspan="2">Min path</th></tr>
<tr><td>Path class of the lowest-slack min-delay path</td><td>reg -&gt; reg</td></tr>
<tr><th colspan="2">Job</th></tr>
<tr><td>Count of warning messages emitted by the tools</td><td>28</td></tr>
<tr><td>Number of maximum-capacitance violations</td><td>0</td></tr>
<tr><th colspan="2">Outcome</th></tr>
<tr><td>Run status</td><td>complete, no violations</td></tr>
</table>
## cell families (layout without fill, tap and decap cells)
logic type                 Yosys count  after routing  synth area share
muxes                                4              4            0.0391
DFF                                 19             19             0.340
xor gates and xnor gates            10             10            0.0783
and+or+nand+nor                     40             40             0.202
adders and majority gates           15             15             0.201
AOI/OAI and AO/OA                   14             14            0.0817
buffers and inverters               15             37            0.0570
## power by group through the flow
stage | Combinational [mW] | Clock (mW) | Sequential (mW)
4_1_cts | 0.256 | 0.115 | 0.188
5_1_grt | 0.294 | 0.121 | 0.190
6_report | 0.249 | 0.110 | 0.187
## worst min-delay path by stage
stage	from	to	slack, ns	depth (start not counted)
5_1_grt	clk_count[4]	clk_count[4]	0.52	1
4_1_cts	clk_count[6]	clk_count[6]	0.49	1
6_report	clk_count[4]	clk_count[4]	0.50	1
## sequential cells by signal (all words and copies together) (netlist names)
signal          count
hamming_weight     11
clk_count           8
## layer usage
metal,track usage,up-vias
li1,-,440
met1,0.0764,374
met2,0.0829,18
met3,0.0218,2
met4,0.00380,0
met5,0,-
## synthesized netlist by cell type
master / number
and2b_2: 1
fa_1: 5
nor4_1: 1
o211ai_1: 1
ha_1: 10
buf_6: 1
nand2_1: 2
or4_4: 1
or2_2: 1
nand4_1: 1
and3_1: 1
a211oi_1: 2
a21oi_1: 4
or4_1: 1
xor2_1: 2
o21ai_0: 2
nand3_1: 8
mux2i_1: 1
a21boi_0: 1
xnor2_1: 8
nor2b_1: 4
o32ai_1: 1
o31ai_1: 1
a21o_1: 1
nor4_4: 1
dfxtp_1: 19
nor2_1: 13
mux2_2: 3
o21a_1: 1
or3_1: 1
and2_1: 1
nand2b_1: 1
and3_2: 1
nor3_1: 1
inv_1: 14
## through the flow
stage | instances | hold slack [ns] | area [um^2]
after global placement | 205 | 0.471 | 1390
after floorplan | 117 | 0.448 | 1120
after CTS | 209 | 0.494 | 1430
after global routing | 209 | 0.516 | 1430
after detailed placement | 205 | 0.478 | 1390
final | 209 | 0.498 | 1430
## worst max-delay path, delay by kind of cell
family | cells | cell delay [ns]
adder cells (fa/ha/maj) | 5 | 2.06
AND-OR/OR-AND | 1 | 0.42
AND/OR/NAND/NOR | 2 | 0.17
XOR/XNOR | 1 | 0.15
buffers and inverters | 3 | 0.56
## cell type report
cell class | instances | area (um^2)
Timing Repair Buffer | 19 | 190
Fill cell | 575 | 3770
Inverter | 14 | 52.6
Clock buffer | 3 | 41.3
Sequential cell | 19 | 380
Tap cell | 70 | 87.6
Clock inverter | 1 | 5.00
Multi-Input combinational cell | 83 | 674
Power figures rest on the tool's default switching activity, not on a simulated workload.
